`flow/design.v`:
```
module instruction_memory (a,b,opcode,alu_sel,alu_out,carry_out,save,reset,data_out);
  input wire [7:0] a;           
  input wire [7:0] b;           
  input wire [2:0] opcode;      
  input wire save; 
  input wire reset; 
  output wire [2:0] alu_sel;     
  output wire[7:0] alu_out;      
  output wire [7:0] carry_out ;   
  output wire [7:0] data_out;   
  control_unit c1(opcode,alu_sel);
  alu_8bit a1(a ,b ,alu_sel,alu_out,carry_out);
  register_module r1(save,reset,alu_out,data_out);
endmodule
module control_unit (opcode,alu_sel);
input [2:0] opcode;
output [2:0] alu_sel;
reg [2:0] alu_sel;
    always @(opcode)
    begin
    case (opcode)
        3'b000: alu_sel = 3'b000; 
        3'b001: alu_sel = 3'b001; 
        3'b010: alu_sel = 3'b010; 
        3'b011: alu_sel = 3'b011; 
        3'b100: alu_sel = 3'b100; 
        3'b101: alu_sel = 3'b101; 
        3'b110: alu_sel = 3'b110; 
        3'b111: alu_sel = 3'b111; 
        default: alu_sel = 3'b000; 
    endcase
end
endmodule
module alu_8bit (a ,b ,alu_sel ,alu_out ,carry_out);
input [7:0] a;
input [7:0]b;
input [2:0] alu_sel;
output  [7:0] alu_out;
output carry_out;
reg  [7:0] alu_out;
reg carry_out;
    always @(alu_sel) 
    begin
    case (alu_sel)
        3'b000: 
        begin
            {carry_out, alu_out} = a + b;
        end
        3'b001: 
        begin
            {carry_out, alu_out} = a - b;
        end
        3'b010: 
        begin
            alu_out = a & b;
            carry_out = 0;
        end
        3'b011: 
        begin
            alu_out = a | b;
            carry_out = 0;
        end
        3'b100: 
        begin
            alu_out = a ^ b;
            carry_out = 0;
        end
        3'b101: 
        begin
            {carry_out, alu_out} = a * b;
        end
        3'b110: 
        begin
            if (b != 0) 
            begin
                alu_out = a / b;
                carry_out = 0;
            end 
            else 
            begin
                alu_out = 8'b00000000;
                carry_out = 1;
            end
        end
        3'b111: 
        begin
            alu_out = (a == b) ? 8'b00000001 : 8'b00000000;
            carry_out = 0;
        end
        default:
        begin
            alu_out = 8'b00000000;
            carry_out = 0;
        end
    endcase
end
endmodule
module register_module (save,reset,alu_out,data_out);
  input wire save;
  input wire reset;
  input wire [7:0] alu_out;
  output  [7:0] data_out;
  reg  [7:0] data_out;
  always @(save, reset) 
  begin
    if (save ==1)  
      begin
        data_out = alu_out;
      end
    else if(reset ==1)   
      begin
        data_out = 8'b00000000;
      end
    else
      begin
        data_out = 8'b00000000;
      end    
end
endmodule
```
`flow/run.sh`:
```
#!/bin/bash
# OpenROAD 26Q1-2900-gdf79404cd8, Yosys 0.63+post, stock flow scripts
make -C /OpenROAD-flow-scripts/flow DESIGN_CONFIG=/design/flow/config.mk WORK_HOME=/design/flow/orfs finish
```
`flow/config.mk`:
```
export PLATFORM = sky130hd
export DESIGN_NAME = instruction_memory
export DESIGN_NICKNAME = instruction_memory
export VERILOG_FILES = /design/flow/design.v
export SDC_FILE = /design/flow/constraint.sdc
export NUM_CORES = 4
export LEC_CHECK = 1
export CORE_UTILIZATION = 40
```
`flow/constraint.sdc`:
```
current_design instruction_memory

set clk_period 20.9
set clk_io_pct 0.2

create_clock -name clk0 -period $clk_period

set non_clock_inputs [all_inputs -no_clocks]
set_input_delay [expr $clk_period * $clk_io_pct] -clock clk0 $non_clock_inputs
set_output_delay [expr $clk_period * $clk_io_pct] -clock clk0 [all_outputs]
```
==> impl.org <==
* Implementation run

** Status
- The run finished with clean final reports.

** Finish
- The area taken by multi-input combinational cells is reported as 0.003731 mm^2.
- The layout report lists the combined flip-flop and latch area as 0 um^2.
- Clock buf count :: 0
- Utilization after layout :: 46.64%
- After filler insertion, the fill cell instance count of the layout stands at 1,017.
- The design has 0 sequential cells.
- Area growth syn-to-layout :: 12.06%
- Layout cell share with drive strength beyond 1 :: 5.612%

** Drt
- Drt wl/cell :: 16.98 um
- Nets still carrying antenna violations after routing amount to 0.
- Via/cell ratio :: 5.667
- Per the detail_route report, the via count comes to 4,086.
- In the routed design, unresolved DRC markers number 0.
- Antenna fix cells :: 0
- Violation count after the first detailed-routing iteration :: 170
- DRT Pass-1 Iters :: 4
- Total length of routed wires :: 12,240 um

** Critical path
- In this design, the largest share of critical-path delay is due to AND-OR/OR-AND gates.
- Classification of the worst setup path :: input pin to output port
- Cell with the biggest individual delay on the critical path :: sky130_fd_sc_hd__clkdlybuf4s50_1
- Req. time, crit path :: 16,720 ps
- Among the stages of the critical path, the cell type that occurs most often is sky130_fd_sc_hd__ha_1.
- The longest incremental delay of any stage on the critical path is reported as 630 ps.
- According to the timing report, the arrival time at the worst endpoint equals 15,840 ps.
- Nature of the critical path startpoint :: input pin
- Per the post-run analysis, buffers plus inverters along the critical path come to 4.
- Top fanout value on the critical path :: 10
- Worst setup EP type :: output port

** Floorplanning
- At the floorplan stage, the core utilization is reported as 41.62%.
- Total number of placement rows :: 36
- According to the I/O placement log, the pin count is 48.
- Chip Height :: 103.1 um
- The chip occupies 0.01062 mm^2.
- CORE AREA :: 0.009819 mm^2
- Measured along the x axis, the die boundary spans 103.1 um.

** Timing
- The final layout reports a setup TNS of 0 ps.
- Slew Limit Headroom :: 56.86%
- The end-of-flow timing check tallies setup violations at 0.
- The pin closest to its max-slew limit shows a slew of 646.5 ps.
- Share of the clock period used by the worst path after layout :: 95.77%
- Number of slew-limit violations in the final report :: 0
- Count of endpoints failing hold in the final timing report :: 0
- The final timing report gives a worst setup slack of 884.8 ps.
- Top achievable clock speed :: 0.04996 GHz
- Setup repair after global routing left no endpoint under its margin.
- Min Tclk post-route :: 20,020 ps

** Run
- Number of max-cap violations :: 0
- Tally of OpenROAD warnings :: 53

** Worst hold path
- STA lists the startpoint of the worst hold path as opcode[2].
- In the hold report, the worst path ends at alu_sel[2].
- The worst hold path was traced through 3 stages.
- The path class of the tightest hold or removal check is input pin to output port.

** Logic synthesis
- In the Yosys report, the sequential cells make up 0% of the chip area.
- Cell count after synthesis :: 561
- Number of unique standard cell types used by synthesis :: 67
- Area figure in the yosys stat output :: 0.004086 mm^2
- Cell area after synthesis :: 0.004086 mm^2
- YS warnings :: 4
- Cell count listed in synth_stat.txt :: 561
- Dividing the synthesized area by the synthesized cell count gives 7.284 um^2.

** Clock tree
- The number of hold buffers added after CTS was 0.

** Placement
- Port-buffer cells :: 40
- Routability cong. :: 0.9292
- Setup slack after placement :: 915.5 ps
- The wire-length estimate of the detail-placed layout is 9736 um.

** Power and ir drop
- VDD sags by at most 0.01651 mV.
- Power comes to 0.1713 mW.
- Leakage power figure :: 2.045 nW
- Power per unit of standard cell area :: 37.41 mW/mm^2

** Global route
- The number of global-route vias before repair is 3,696.
- Largest net degree at the start of global routing :: 23
- Wire length of the first global-routing pass :: 19,320 um
- The initial antenna violation count is 0.
- For this run, the total global-route usage over all layers was measured as 24.32%.
- Gr ovfl total :: 0
[cell usage in the layout (no fill, tap or decap), types with 5 or more instances in the layout]
master                            netlist  layout
sky130_fd_sc_hd__inv_1                 58      58
sky130_fd_sc_hd__a21o_1                 7       7
sky130_fd_sc_hd__a31oi_1                7       7
sky130_fd_sc_hd__o221ai_1               6       6
sky130_fd_sc_hd__o21bai_1               6       6
sky130_fd_sc_hd__a211oi_1               6       6
sky130_fd_sc_hd__nor3_1                17      17
sky130_fd_sc_hd__nand2_1               45      45
sky130_fd_sc_hd__or3_1                  7       7
sky130_fd_sc_hd__xor2_1                12      12
sky130_fd_sc_hd__nor2_1                55      55
sky130_fd_sc_hd__fa_1                  20      20
sky130_fd_sc_hd__o21ai_0               30      30
sky130_fd_sc_hd__o211ai_1               5       5
sky130_fd_sc_hd__a21oi_1               34      33
sky130_fd_sc_hd__and2_1                 6       6
sky130_fd_sc_hd__nand2b_1               9       9
sky130_fd_sc_hd__o22ai_1                8       8
sky130_fd_sc_hd__conb_1                 1       7
sky130_fd_sc_hd__xnor2_1               21      21
sky130_fd_sc_hd__ha_1                  80      80
sky130_fd_sc_hd__o21a_1                17      17
sky130_fd_sc_hd__buf_4                 11       8
sky130_fd_sc_hd__clkdlybuf4s50_1        0      40
[cell families after synthesis]
logic type | Yosys count | synth area share [%]
and+or+nand+nor | 172 | 20.48
AOI/OAI and AO/OA | 162 | 26.79
adders and majority gates | 100 | 34.29
buffers and inverters | 86 | 9.338
xor gates and xnor gates | 33 | 7.073
muxes | 7 | 1.929
other | 1 | 0.09177
[synthesized netlist by cell type, types with 8 or more instances]
master	number	area [um^2]
sky130_fd_sc_hd__xor2_1	12	105.1
sky130_fd_sc_hd__o22ai_1	8	50.05
sky130_fd_sc_hd__clkbuf_1	12	45.04
sky130_fd_sc_hd__nand2b_1	9	56.30
sky130_fd_sc_hd__a21oi_1	34	170.2
sky130_fd_sc_hd__nand2_1	45	168.9
sky130_fd_sc_hd__ha_1	80	1001
sky130_fd_sc_hd__buf_4	11	82.58
sky130_fd_sc_hd__o21a_1	17	127.6
sky130_fd_sc_hd__inv_1	58	217.7
sky130_fd_sc_hd__xnor2_1	21	183.9
sky130_fd_sc_hd__fa_1	20	400.4
sky130_fd_sc_hd__nor3_1	17	85.08
sky130_fd_sc_hd__o21ai_0	30	150.1
sky130_fd_sc_hd__nor2_1	55	206.5
[worst min-delay path, delay by kind of cell]
kind | cells | cell delay [ps]
buffers and inverters | 3 | 1040
[area by class of cell]
type / count / area share [%]
timing repair buffer: 48 / 10.05
tap: 133 / 3.634
multi-input combinational: 481 / 81.48
inverter: 59 / 4.836
[routing by layer]
metal / part of all wire (%) / routed length (um) / up-vias / track usage [%]
met5: 0 / 0 / - / 0
met4: 1.6 / 193 / 0 / 3.792
met3: 6.0 / 738 / 14 / 1.723
met2: 45 / 5504 / 135 / 40.31
met1: 47 / 5805 / 1901 / 35.67
li1: - / - / 2036 / -
[worst max path at each step]
stage | from | depth (start not counted) | slack [ps] | endpoint
5_1_grt | b[5] | 48 | 200 | data_out[0]
4_1_cts | b[5] | 47 | 840 | data_out[0]
6_report | b[5] | 47 | 880 | data_out[0]
[metrics by stage]
| stage | instance area, um^2 | instances | hold WS, ps |
|---|---|---|---|
| global placement | 4576 | 721 | 9396 |
| CTS | 4576 | 721 | 9404 |
| detailed placement | 4576 | 721 | 9406 |
| floorplan | 4109 | 567 | 8421 |
| finish | 4579 | 721 | 9399 |
| global route | 4579 | 721 | 9455 |
[power breakdown]
part / total (mW) / switching, mW / internal [mW]
sequential: 0 / 0 / 0
clock: 0 / 0 / 0
combinational: 0.171 / 0.0935 / 0.0778
[what timing repair did]
action	4_1_cts	5_1_grt
gates resized	0	1
endpoints found under the setup margin	0	1
setup buffers	0	0
No activity file was given, so power comes from the tool's default toggle rates.
